## /design/flow/design.v

```verilog
`timescale 1ns / 1ps
module seven_segment(
	input wire [3:0] digit,
	output wire [7:0] seven_seg
    );
reg[7:0] SevenSeg;
always @ (*) begin
case(digit)    
	 4'h0: SevenSeg = 8'b11000000;
    4'h1: SevenSeg = 8'b11111001;
    4'h2: SevenSeg = 8'b10100100;
    4'h3: SevenSeg = 8'b10110000;
    4'h4: SevenSeg = 8'b10011001;
    4'h5: SevenSeg = 8'b10010010;
    4'h6: SevenSeg = 8'b10000010;
    4'h7: SevenSeg = 8'b11111000;
    4'h8: SevenSeg = 8'b10000000;
    4'h9: SevenSeg = 8'b10010000;
    default: SevenSeg = 8'b11111111;
endcase
end
assign seven_seg = SevenSeg;
endmodule
```

## /design/flow/run.sh

```bash
#!/bin/bash
# OpenROAD 26Q1-2900-gdf79404cd8, Yosys 0.63+post, stock flow scripts
make -C /OpenROAD-flow-scripts/flow DESIGN_CONFIG=/design/flow/config.mk WORK_HOME=/design/flow/orfs finish
```

## /design/flow/config.mk

```make
export PLATFORM = sky130hd
export DESIGN_NAME = seven_segment
export DESIGN_NICKNAME = seven_segment
export VERILOG_FILES = /design/flow/design.v
export SDC_FILE = /design/flow/constraint.sdc
export NUM_CORES = 4
export LEC_CHECK = 1
export CORE_AREA = 10 10 70 70
export DIE_AREA = 0 0 80 80
```

## /design/flow/constraint.sdc

```tcl
current_design seven_segment

set clk_period 1.2
set clk_io_pct 0.2

create_clock -name clk0 -period $clk_period

set non_clock_inputs [all_inputs -no_clocks]
set_input_delay [expr $clk_period * $clk_io_pct] -clock clk0 $non_clock_inputs
set_output_delay [expr $clk_period * $clk_io_pct] -clock clk0 [all_outputs]
```

==> Implementation_results.wiki <==
== Implementation results ==
{| class="wikitable"
! Metric !! Value
|-
| Result of the run || finished with violations
|-
| Failing checks || negative setup slack
|-
| Number of global-route vias before repair || 270
|-
| Power density over cell area || 279 nW/um^2
|-
| Setup repair after global routing missed its margin || true
|-
| Pre-placement core utilization || about 6.5%
|-
| Via-to-Cell Ratio || 2.66
|-
| Critical path launch point || digit[1]
|-
| Largest non-sequential cell family by area || simple AND/OR/NAND/NOR gates
|-
| Setup crit start kind || input port
|-
| Top cells by count, synth || sky130_fd_sc_hd__o21ai_0 (6), sky130_fd_sc_hd__ha_1 (5), sky130_fd_sc_hd__nor2_1 (5)
|-
| Mapped cell area || approximately 220 um^2
|-
| Period minus WS final || approximately 1.4 ns
|-
| Top-count cell post-synth || sky130_fd_sc_hd__o21ai_0
|-
| Final core utilization || a little over an eighth
|-
| Chip height || 80 um
|-
| Sequential cell count || 0
|-
| Fraction of power consumed by the clock network || 0%
|-
| Pin count of the biggest net entering global routing || 11
|-
| Sequential fraction of the synthesis area || 0%
|-
| First-pass GRT wire length || 1.32 mm
|-
| Synthesized instance count || 35
|-
| Die x size || around 80 um
|-
| Total of fill cells in the finished design || 395
|-
| Row count || 21
|-
| Syn-to-layout area delta || 107%
|-
| Hold crit path type || in2out
|-
| Hold wc startpoint || digit[0]
|-
| Final hold vios || 0
|-
| Final weighted congestion in routability-driven placement || 0.703
|-
| Antenna fix cells || 0
|-
| Post-layout worst setup margin || -0.183 ns
|-
| DRT iter0 DRCs || 8
|-
| Maximum operating frequency || 0.723 GHz
|-
| XOR-XNOR Cells, Area Fraction || 0%
|-
| Final setup violating endpoints || 6
|-
| Number of buffers added to fix hold violations after cts || 0
|-
| Sequential Area || 0 um^2
|-
| Sw Share || 42.4%
|-
| Core Footprint || 3420 um^2
|-
| Number of search-and-repair iterations in the first detailed-routing pass || 2
|-
| Avg Cell Area, Syn || 6.33 um^2
|-
| Fraction of synthesized area in multiplexers || 0%
|-
| Remaining DRCs || 0
|-
| Leftover overflow at the end of global routing || 0
|-
| Global router's overall resource usage || around 2.4%
|-
| Int Pwr || 0.0738 mW
|-
| Io pins || 12
|-
| Data required time at the worst endpoint || approximately 0.96 ns
|-
| Critical Path AT || 1.14 ns
|-
| Switching power || 0.0543 mW
|-
| Max_cap viols || 0
|-
| Count of vias placed by the detailed router || 261
|-
| Post-Synth Adder-Cell Area || 28.2%
|-
| Antenna violation net count after detailed routing || 0
|-
| Final slew viol count || 0
|-
| Placed Area || 410 um^2
|-
| Comb pwr share || 100.0%
|-
| CP endpoint kind || output pin
|-
| Largest type area fraction || 28.2%
|-
| Share of total power in sequential cells || 0%
|-
| Worst Path Class, Setup || in2out
|-
| Fraction of layout cells with a size suffix above 1 || 59.6%
|-
| Number of distinct library cells after synthesis || 15
|-
| Finished Cell Area || 459 um^2
|-
| Area of the chip || 6400 um^2
|-
| Count of instantiated cells in the yosys netlist || 35
|-
| Total cell area reported by yosys after synthesis || 221 um^2
|-
| Post-Route WL || 743 um
|-
| Number of antenna violations at the first check in global routing || 0
|-
| Number of logged tool warnings || 38
|-
| Clkbuf count || 0
|-
| Yosys warning total || 1
|-
| IO buf count || 11
|-
| Leakage power of the design || just under 0.2 nW
|-
| Largest fanout of any net on the critical path || 3
|-
| Area taken by multi-input logic gates || 238 um^2
|-
| Portion of the clock cycle consumed by the worst path in the final layout || 115%
|-
| Library cell with the largest summed area after synthesis || sky130_fd_sc_hd__ha_1
|-
| Average wire per cell in the routed design || 7.58 um
|-
| Main area contributors after synthesis || sky130_fd_sc_hd__ha_1 (28%), sky130_fd_sc_hd__o21ai_0 (14%), sky130_fd_sc_hd__nand2b_1 (11%), sky130_fd_sc_hd__nor2_1 (8.5%), sky130_fd_sc_hd__buf_6 (5.1%)
|-
| And-or/or-and share of the synthesized area || 24.9%
|-
| Area fraction in and, or, nand and nor cells after synthesis || between 20% and 30%
|-
| Detailed-placement wirelength estimate || between 500 and 600 um
|-
| Worst IR drop on VDD || 0.0000419 V
|}
area by class of cell:
| cell class | instances | area share, % |
|---|---|---|
| repair buffers | 20 | 32.7 |
| well taps | 46 | 12.5 |
| multi-input cells | 29 | 51.8 |
| inverters | 3 | 3.00 |
worst max-delay path: stages:
cell	delay, ns
sky130_fd_sc_hd__buf_8	0.08
sky130_fd_sc_hd__inv_4	0.04
sky130_fd_sc_hd__ha_4	0.13
sky130_fd_sc_hd__or2_1	0.21
sky130_fd_sc_hd__a21oi_2	0.16
sky130_fd_sc_hd__buf_4	0.12
sky130_fd_sc_hd__a31oi_1	0.03
sky130_fd_sc_hd__buf_2	0.13
power by group through the flow:
stage     clock (mW)  combinational (mW)  sequential, mW
4_1_cts            0               0.119               0
5_1_grt            0               0.149               0
6_report           0               0.128               0
metrics by stage:
step	setup TNS [ns]	setup slack (ns)	power (mW)	cells	hold WS, ns
detailed placement	-6.00	-0.933	0.122	95	1.64
global route	-0.945	-0.255	0.149	98	0.911
finish	-0.522	-0.183	0.128	98	0.873
CTS	-0.740	-0.197	0.119	98	0.903
floorplan	0	0.118	0.0455	35	0.568
global placement	-6.03	-0.949	0.122	95	1.66
final timing paths:
check,end,slack (ns),depth (start not counted)
worst max-delay path,seven_seg[3],-0.18,8
worst min-delay path,seven_seg[4],0.87,4
placed cells by master (no fill, tap or decap), drive strengths merged:
cell type and n:
dlygate4sd2 1, inv 3, a31oi 1, or2b 1, a21oi 3, nand2 2
nand2b 4, or2 1, nor2 5, ha 5, o21ai 6, conb 1
buf 19
cell families (layout without fill, tap and decap cells):
logic type,after synthesis,in the layout
simple gates,13,13
other cells,1,1
buf+inv,6,23
compound gates,10,10
fa+ha+maj,5,5
metal layers:
layer | share of wire (%) | wire length [um] | track usage (%) | up-vias
met5 | 0 | 0 | 0 | -
met4 | 0 | 0 | 0 | 0
met3 | 5.9 | 44 | 0.341 | 0
met2 | 50 | 371 | 4.17 | 5
met1 | 44 | 327 | 3.30 | 111
li1 | - | - | - | 145
repair_timing:
| item | CTS | global route |
|---|---|---|
| pin swaps | 7 | 5 |
| setup buffers | 3 | 0 |
| gates resized | 49 | 12 |
| setup endpoints to repair | 7 | 7 |
No activity file was given, so power comes from the tool's default toggle rates.
