**flow/config.mk**
```make
export PLATFORM = sky130hd
export DESIGN_NAME = ClkDiv_5Hz
export DESIGN_NICKNAME = ClkDiv_5Hz
export VERILOG_FILES = /design/flow/design.v
export SDC_FILE = /design/flow/constraint.sdc
export NUM_CORES = 4
export LEC_CHECK = 1
export CORE_AREA = 10 10 86 86
export DIE_AREA = 0 0 96 96
```
**flow/constraint.sdc**
```tcl
current_design ClkDiv_5Hz

set clk_period 3.3
set clk_io_pct 0.2

create_clock -name clk0 -period $clk_period [get_ports {CLK}]

set non_clock_inputs [all_inputs -no_clocks]
set_input_delay [expr $clk_period * $clk_io_pct] -clock clk0 $non_clock_inputs
set_output_delay [expr $clk_period * $clk_io_pct] -clock clk0 [all_outputs]
```
**flow/design.v**
```verilog
`timescale 1ns / 1ps
module ClkDiv_5Hz(
    CLK,											 
    RST,											 
    CLKOUT										 
    );
	input CLK;
	input RST;
	output CLKOUT;
	reg CLKOUT;
	parameter cntEndVal = 24'h989680;
	reg [23:0] clkCount = 24'h000000;
	always @(posedge CLK) begin
			if(RST == 1'b1) begin
					CLKOUT <= 1'b0;
					clkCount <= 24'h000000;
			end
			else begin
					if(clkCount == cntEndVal) begin
							CLKOUT <= ~CLKOUT;
							clkCount <= 24'h000000;
					end
					else begin
							clkCount <= clkCount + 1'b1;
					end
			end
	end
endmodule
```
**flow/run.sh**
```bash
#!/bin/bash
# OpenROAD 26Q1-2900-gdf79404cd8, Yosys 0.63+post, stock flow scripts
make -C /OpenROAD-flow-scripts/flow DESIGN_CONFIG=/design/flow/config.mk WORK_HOME=/design/flow/orfs finish
```
==> reports/qor.csv <==
metric;value;unit
skew;6.39;ps
ff_type;dfxtp_1;
post_cts_resized;0;
simple_gate_area_frac;0.322;
crit_arrival;2360;ps
setup_tns;0;ps
critical_path.max_stage_delay;650;ps
crit_chain;ha_1 -> nand4_1 -> or4_1 -> or4_1 -> a21oi_1;
period_used_share;0.653;
worst_slack;1150;ps
slew_violations;0;
mux_area_frac;0.00850;
num_vias;970;
worst_setup_path_start_kind;flop;
period_minus_slack;2150;ps
synth-adder-area-share;0.0213;
holdBufCountCts;0;
status;completed;
drc;0;
min_from;CLKOUT;
dr.first_iter.drc_count;53;
xor_share;0.0967;
first_pass_iters;4;
required;3510;ps
dieWidth;96;µm
drive_gt1_frac;0.0500;
io_pins;3;
synth_seq_share;0.425;
top_area_frac;0.425;
cts_tree;built;
ys_warn_count;1;
htreeDepth;1;
regArea;500;µm²
hpwl;1610;µm
crit_family;simple AND/OR/NAND/NOR gates;
n_fill_cell;615;
insertedDiodeCount;0;
area_growth;12.4;%
r2r.worst_path.cells;5;
fmax;464;MHz
viasPerCell;4.58;
irDropWorstVdd;0.161;mV
root_buffer;clkbuf_8;
routed_wl;2230;µm
edf_count;0;
synth_cell_type_count;29;
die_area;9220;µm²
slowest_stage;or4_1;
path_common_cell;or4_1;
rr_endpoint;clkCount[22];
hp-class;reg -> reg;
avgSynthCellArea;8.59;µm²
setup_violations;0;
gp_congestion;0.781;
port_buffers;2;
die_h;96;µm
ys.flops;25;
wl_per_cell;10.5;µm
grt_pass1_vias;843;
p_leak;0.393;nW
rrSetupSlack;1150;ps
fp_util;0.213;
worst-path-buf-inv;0;
grt_overflow;0;
antenna_found_initial;0;
cts_inserted_buffers;3;
warnings;26;
ys_sh_aoi;0.0903;
topCombFamilyByArea;simple AND/OR/NAND/NOR gates;
powerDensity;383;nW/µm²
track_usage;0.0508;
maxSlewHeadroom;0.640;
core_area;5540;µm²
clkTransAtPathRegs;90;ps
rr_startpoint;clkCount[0];
clkLatencyLatePin;270;ps
worst_pin_slew;533;ps
netlist_instances;137;
largest_area_cell;dfxtp_1;
path_class;reg -> reg;
hold_path_end;CLKOUT;
endpoint_kind;flop;
post_cts_buffers;0;
max_cap_viol_count;0;
async_flop_share;0;
cts.sinks;25;
grt_pass1_wl;3860;µm
worst-path-max-fanout;8;
final_hold_viol_count;0;
syn_area;1180;µm²
grt_max_degree;19;
ys_chip_area;1180;µm²
dp_worst_setup_slack;1160;ps
detail-route-antenna-nets;0;
rsz0062_at_grt;no;
clk_path_buf_depth;2;
hold_depth;2;
path_depth;5;
mi_logic_area;634;µm²
ys_cells;137;
row_count;27;
synthTopCellsByArea;dfxtp_1 (43%), xnor2_1 (6.0%), nor2_1 (5.4%);
-- Yosys cell counts (2+ instances only) --
| master | number |
|---|---|
| nand2_1 | 7 |
| o31ai_1 | 2 |
| nor4_1 | 2 |
| nor3_1 | 4 |
| xnor2_1 | 8 |
| inv_1 | 7 |
| xor2_1 | 5 |
| nand4_1 | 6 |
| nand3_1 | 8 |
| ha_1 | 2 |
| clkbuf_1 | 3 |
| nor4b_1 | 4 |
| nor2_1 | 17 |
| a21oi_1 | 9 |
| dfxtp_1 | 25 |
| or3_1 | 7 |
| or4_1 | 4 |
| o21ai_0 | 6 |
-- through the flow --
stage | instance area, µm² | power [mW] | std cells | utilization | hold WS [ps]
after global routing | 1320 | 0.524 | 212 | 0.239 | 512
after detailed placement | 1280 | 0.333 | 208 | 0.231 | 478
after CTS | 1320 | 0.511 | 212 | 0.239 | 494
after global placement | 1280 | 0.333 | 208 | 0.231 | 470
after floorplan | 1180 | 0.327 | 137 | - | 439
final | 1320 | 0.507 | 212 | 0.239 | 490
-- cells in the final DEF (no fill, tap or decap), types with 3 or more instances in the layout --
cell type and count:
nor3_1 4, or3_1 7, xnor2_1 8, nor4b_1 4, nand3_1 8, xor2_1 5
or4_1 4, inv_1 7, a21oi_1 9, nand2_1 7, nor2_1 17, nand4_1 6
dfxtp_1 25, o21ai_0 6, clkbuf_8 3
-- registers in the layout, indices dropped and copies added, names as in the netlist --
name	flops
clkCount	24
CLKOUT	1
-- routing by layer --
| metal | GRT usage | vias to the layer above | share of wire |
|---|---|---|---|
| met4 | 0.00246 | 0 | 0 |
| met1 | 0.0739 | 463 | 0.52 |
| met5 | 0 | - | 0 |
| met3 | 0.0157 | 0 | 0.040 |
| met2 | 0.0762 | 8 | 0.44 |
| li1 | - | 499 | - |
-- how the worst max path moves through the flow --
stage,slack [ps],startpoint,to
6_report,1150,clkCount[0],clkCount[22]
5_1_grt,960,clkCount[0],clkCount[22]
4_1_cts,1140,clkCount[0],clkCount[22]
-- report_power, final --
part           switching [mW]  internal [mW]  leakage (nW)
clock                  0.0946         0.0863        0.0228
sequential            0.00470          0.304         0.202
combinational          0.0100        0.00689         0.169
-- cells by family (layout without fill, tap and decap cells) --
family                     Yosys count  after routing
and+or+nand+nor                     66             66
xor gates and xnor gates            13             13
adders and majority gates            2              2
buffers and inverters               11             14
DFF                                 25             25
muxes                                1              1
AOI/OAI and AO/OA                   19             19
-- worst register-to-register path, cell delays in order, from the launching register on --
cell and delay [ps]:
dfxtp_1 420, ha_1 280, nand4_1 160, or4_1 650, or4_1 450, a21oi_1 150
-- final cells by class --
type,instances,area share
multi-input cells,101,0.479
clock buffers,4,0.0340
flip-flops and latches,25,0.378
repair buffers,3,0.0208
well taps,72,0.0681
inverters,7,0.0198
Power is estimated from default activity; no workload was simulated.
